## config.mk

```make
export PLATFORM = sky130hd
export DESIGN_NAME = ECSU
export DESIGN_NICKNAME = ECSU
export VERILOG_FILES = /design/flow/design.v
export SDC_FILE = /design/flow/constraint.sdc
export NUM_CORES = 4
export LEC_CHECK = 1
export CORE_AREA = 10 10 70 70
export DIE_AREA = 0 0 80 80
```

## design.v

```verilog
`timescale 1us / 1ps
module ECSU(
    input CLK,
    input RST,
    input thunderstorm,
    input [5:0] wind,
    input [1:0] visibility,
    input signed [7:0] temperature,
    output reg severe_weather,
    output reg emergency_landing_alert,
    output reg [1:0] ECSU_state
);
parameter ALL_CLEAR = 2'b00;
parameter CAUTION = 2'b01;
parameter HIGH_ALERT = 2'b10;
parameter EMERGENCY = 2'b11;
reg [1:0] currentState, nextState;
initial
begin
    currentState <= ALL_CLEAR;
    severe_weather <= 0;
    emergency_landing_alert <= 0;
end
always @(posedge CLK)
begin 
    if (RST) begin
        currentState <= ALL_CLEAR;
        severe_weather <= 0;
        emergency_landing_alert <= 0;
    end
    else begin
        currentState <= nextState;
    end
end
always @*
begin
    nextState = currentState;
    case (currentState)
        ALL_CLEAR: begin
            if ((wind>10 && wind<=15) || visibility==2'b01) begin
                nextState = CAUTION;
            end
            if ((thunderstorm==1'b1) || (wind>15) || (temperature>35) || (temperature<-35) || (visibility==2'b11)) begin
                severe_weather = 1;
                nextState = HIGH_ALERT;
            end
        end
        CAUTION: begin
            if (wind<=10 && visibility==2'b00) begin
                nextState = ALL_CLEAR;
            end
            if ((thunderstorm==1'b1) || (wind>15) || (temperature<-35) || (temperature>35) || (visibility==2'b11)) begin
                severe_weather = 1;
                nextState = HIGH_ALERT;
            end
        end
        HIGH_ALERT: begin
            if (thunderstorm==1'b0 && wind<=10 && (temperature>=-35 && temperature<=35) && visibility==2'b01) begin
                severe_weather = 0;
                nextState = CAUTION;
            end
            if ((temperature<-40) || (temperature>40) || wind>20) begin
                emergency_landing_alert = 1;
                nextState = EMERGENCY;
            end
        end
    endcase
    ECSU_state = currentState;
end
endmodule
```

## constraint.sdc

```tcl
current_design ECSU

set clk_period 2.6
set clk_io_pct 0.2

create_clock -name clk0 -period $clk_period [get_ports {CLK}]

set non_clock_inputs [all_inputs -no_clocks]
set_input_delay [expr $clk_period * $clk_io_pct] -clock clk0 $non_clock_inputs
set_output_delay [expr $clk_period * $clk_io_pct] -clock clk0 [all_outputs]
```

## run.sh

```bash
#!/bin/bash
# OpenROAD 26Q1-2900-gdf79404cd8, Yosys 0.63+post, stock flow scripts
make -C /OpenROAD-flow-scripts/flow DESIGN_CONFIG=/design/flow/config.mk WORK_HOME=/design/flow/orfs finish
```

==> results_dict.tcl <==
# implementation run metrics
set metrics [dict create \
    ys_seq_share 0.0979 \
    period_used_share 0.849 \
    path_max_fanout 8 \
    p_leak_nw 0.232 \
    num_vias 474 \
    cts_buffer_depth 2 \
    gp_congestion 0.736 \
    clock-sinks 2 \
    path_cells "clkdlybuf4s50_1 > nand4_1 > o211a_1 > nand4bb_1 > a32o_1 > a311oi_1 > a211oi_1" \
    cts_tree "done" \
    drc_errors 0 \
    synth_area_um2 409 \
    status "finished, final reports clean" \
    diodes 0 \
    coreArea_um2 3420 \
    cts_setup_buffers 0 \
    postCtsHoldBufs 0 \
    grt_pass1_wl_um 1940 \
    max_stage_delay_ns 0.61 \
    grt_pass1_vias 440 \
    ys_cells 55 \
    core.rowCount 21 \
    power.density_nw_per_um2 470 \
    synth_cells 55 \
    numCtsBuffers 3 \
    fin_util 0.196 \
    fp_util 0.120 \
    cp-start-kind "input pin" \
    ant_nets 0 \
    syn2layout_area_growth_pct 63.9 \
    io_pins 23 \
    largest_register_ffs 2 \
    hp-class "flip-flop to flip-flop" \
    ys_types 34 \
    antenna_found_initial 0 \
    yosysWarnings 4 \
    portBuffers 20 \
    warning_count 28 \
    top_cells_by_area "ha_1, dfxtp_1, a211oi_1" \
    synth.top_cell.area_share 0.122 \
    yosysTopAreaCell "ha_1" \
    cp_slowest_cell "clkdlybuf4s50_1" \
    setup_slack_ns 0.393 \
    chip_area_um2 6400 \
    critPathRequiredTime_ns 2.70 \
    n_fill_cell 381 \
    dieHeight_um 80 \
    clk_latency_ns 0.22 \
    grt_overflow 0 \
    ys.flops 2 \
    drt-pass1-iter-count 4 \
    clkTransAtPathRegs_ns 0.03 \
    syn_avg_cell_area_um2 7.44 \
    irDropWorstVdd_v 0.000110 \
    dpl.hpwl_um 1090 \
    post-place-ws_ns 0.169 \
    period_needed_ns 2.21 \
    cp.arrival_ns 2.31 \
    skew_ns 0.00261 \
    critPathCaptureType "flip-flop" \
    reg.largest.list "currentState (2)" \
    setup_violations 0 \
    slew_viol_final 0 \
    grt_use_total 0.0358 \
    avgRoutedWirePerCell_um 10.3 \
    drive_above_1_share 0.0789 \
    grt_max_degree 9 \
    yosys-stat-area_um2 409 \
    final_common_cell "clkdlybuf4s50_1" \
    drv_cap 0 \
    finalHoldViolCount 0 \
    drt_iter0_markers 16 \
    rsz0062_at_grt "false" \
    cts_max_level 1 \
    worstSetupPathType "input pin to flip-flop" \
    viasPerCell 3.89 \
    regMostFlops "currentState" \
    wl_um 1250 \
    fmaxAchievable_mhz 453 \
    fin_setup_tns_ns 0 \
    root_buffer "clkbuf_4" \
    fp.dieW_um 80 \
    lay_top_cells "clkdlybuf4s50_1, nor2_1, nor3_1, ha_1" \
    cts_resized 0 \
]
## critical path, delay by kind of cell
kind | cells | cell delay [ns]
AND-OR/OR-AND | 4 | 0.85
buffers and inverters | 1 | 0.61
AND/OR/NAND/NOR | 2 | 0.33
## power breakdown
part / total, mW / internal, mW / switching [mW]
combinational: 0.190 / 0.106 / 0.0843
sequential: 0.0559 / 0.0436 / 0.0122
clock: 0.0690 / 0.0510 / 0.0181
total: 0.315 / 0.201 / 0.115
## kinds of logic (layout without fill, tap and decap cells)
kind of cell | Yosys count | after routing | synth area share
AOI/OAI and AO/OA | 19 | 19 | 0.355
DFF | 2 | 2 | 0.0979
and+or+nand+nor | 22 | 22 | 0.324
buffers and inverters | 7 | 27 | 0.0917
other | 1 | 2 | 0.00917
adders and majority gates | 4 | 4 | 0.122
## area by class of cell
class | instances | area (um^2) | area share
multi-input cells | 47 | 335 | 0.500
inverters | 4 | 15.0 | 0.0224
clock buffers | 3 | 22.5 | 0.0336
flip-flops and latches | 2 | 40.0 | 0.0597
well taps | 46 | 57.6 | 0.0858
repair buffers | 20 | 200 | 0.299
## synth_stat cells
cell type and count:
o211ai_1 1, a2111oi_0 1, inv_1 3, a22oi_1 1
ha_1 4, nand2_1 2, or2_1 1, a32o_1 1
nand4_1 1, nor2_1 5, dfxtp_1 2, nor4_2 1
nor3_1 4, buf_4 3, a31oi_1 1, nand2b_1 1
conb_1 1, a21boi_0 1, o21ba_2 1, o311ai_0 1
nand4bb_1 1, o31ai_1 1, and3b_1 1, a311oi_1 1
o211a_1 1, nor3b_1 2, o21ai_0 1, o21a_1 1
a211oi_1 3, nand3b_1 1, o21bai_1 1, inv_2 1
nor4_1 2, a21oi_1 2
## through the flow
step / std cells / total power, mW / area (um^2) / hold slack [ns]
floorplan: 56 / 0.168 / 413 / 0.493
global placement: 119 / 0.247 / 648 / 0.547
detailed placement: 119 / 0.247 / 648 / 0.558
CTS: 122 / 0.323 / 671 / 0.561
global route: 122 / 0.353 / 671 / 0.603
finish: 122 / 0.315 / 671 / 0.557
## per-layer routing
layer / vias up / track usage / wire length (um)
met5: - / 0 / 0
met4: 0 / 0.0123 / 31
met3: 2 / 0.00682 / 69
met2: 16 / 0.0546 / 568
met1: 202 / 0.0490 / 584
li1: 254 / - / -
## worst paths after layout
kind / end / cells past startpoint / startpoint / slack [ns]
worst max-delay path: currentState[1] / 7 / temperature[6] / 0.39
worst min-delay path: currentState[1] / 2 / currentState[1] / 0.56
worst max register to register: currentState[1] / 7 / currentState[0] / 0.86
worst min register to register: currentState[1] / 2 / currentState[1] / 0.56
Power is estimated from default activity; no workload was simulated.
